--- config.mk ---
export PLATFORM = sky130hd
export DESIGN_NAME = execute
export DESIGN_NICKNAME = execute
export VERILOG_FILES = /design/flow/design.v
export SDC_FILE = /design/flow/constraint.sdc
export NUM_CORES = 4
export LEC_CHECK = 1
export CORE_UTILIZATION = 50
--- constraint.sdc ---
current_design execute

set clk_period 27.6
set clk_io_pct 0.2

create_clock -name clk0 -period $clk_period [get_ports {clk}]

set non_clock_inputs [all_inputs -no_clocks]
set_input_delay [expr $clk_period * $clk_io_pct] -clock clk0 $non_clock_inputs
set_output_delay [expr $clk_period * $clk_io_pct] -clock clk0 [all_outputs]
--- design.v ---
`timescale 1ns/1ps
module execute
#(
	parameter [31:0] RESET = 32'h0000_0000
)
(
	input clk,
	input reset,
	input  [31:0] reg_rdata1,
	input  [31:0] reg_rdata2,
	input  [31:0] execute_imm,
	input  [31:0] pc,
	input  [31:0] fetch_pc,
	input     	immediate_sel,
	input     	mem_write,
	input     	jal,
	input     	jalr,
	input     	lui,
	input     	alu,
	input     	branch,
	input     	arithsubtype,
	input     	mem_to_reg,
	input     	stall_read,
	input  [4:0]  dest_reg_sel,
	input  [2:0]  alu_op,
	input  [1:0]  dmem_raddr,
	input     	wb_branch_i,
	input     	wb_branch_nxt_i,
	output [31:0] alu_operand1,
	output [31:0] alu_operand2,
	output [31:0] write_address,
	output    	branch_stall,
	output reg [31:0] next_pc,
	output reg    	branch_taken,
	output [31:0] wb_result,
	output    	wb_mem_write,
	output    	wb_alu_to_reg,
	output [4:0]  wb_dest_reg_sel,
	output    	wb_branch,
	output    	wb_branch_nxt,
	output    	wb_mem_to_reg,
	output [1:0]  wb_read_address,
	output [2:0]  mem_alu_operation
);
localparam  [31: 0] NOP        = 32'h0000_0013;      
localparam  [ 6: 0] LUI     = 7'b0110111,         
                    JAL     = 7'b1101111,         
                    JALR    = 7'b1100111,         
                    BRANCH  = 7'b1100011,         
                    LOAD    = 7'b0000011,         
                    STORE   = 7'b0100011,         
                    ARITHI  = 7'b0010011,         
                    ARITHR  = 7'b0110011;         
localparam  [ 2: 0] BEQ     = 3'b000,
                    BNE     = 3'b001,
                    BLT     = 3'b100,
                    BGE     = 3'b101,
                    BLTU    = 3'b110,
                    BGEU    = 3'b111;
localparam  [ 2: 0] LB      = 3'b000,
                    LH      = 3'b001,
                    LW      = 3'b010,
                    LBU     = 3'b100,
                    LHU     = 3'b101;
localparam  [ 2: 0] SB      = 3'b000,
                    SH      = 3'b001,
                    SW      = 3'b010;
localparam  [ 2: 0] ADD     = 3'b000,     
                    SLL     = 3'b001,
                    SLT     = 3'b010,
                    SLTU    = 3'b011,
                    XOR     = 3'b100,
                    SR      = 3'b101,     
                    OR      = 3'b110,
                    AND     = 3'b111;
reg  [31:0] ex_result;
wire [32:0] ex_result_subs;
wire [32:0] ex_result_subu;
assign alu_operand1 = reg_rdata1;
assign alu_operand2 = immediate_sel ? execute_imm : reg_rdata2;
assign ex_result_subs = {alu_operand1[31], alu_operand1} - {alu_operand2[31], alu_operand2};
assign ex_result_subu = {1'b0, alu_operand1} - {1'b0, alu_operand2};
assign write_address = alu_operand1 + execute_imm;
assign branch_stall  = wb_branch_nxt_i || wb_branch_i;
always @(*) begin
	next_pc  	= fetch_pc + 4;
	branch_taken = !branch_stall;
	case (1'b1)
    	jal  : next_pc = pc + execute_imm;
    	jalr : next_pc = (alu_operand1 + execute_imm);
    	branch: begin
        	case (alu_op)
            	BEQ:  begin
                	next_pc = (ex_result_subs == 0) ? pc + execute_imm : fetch_pc + 4;
                	if (ex_result_subs != 0)
                    	branch_taken = 1'b0;
            	end
            	BNE:  begin
                	next_pc = (ex_result_subs != 0) ? pc + execute_imm : fetch_pc + 4;
                	if (ex_result_subs == 0)
                    	branch_taken = 1'b0;
            	end
            	BLT:  begin
                	next_pc = ex_result_subs[32] ? pc + execute_imm : fetch_pc + 4;
                	if (!ex_result_subs[32])
                    	branch_taken = 1'b0;
            	end
            	BGE:  begin
                	next_pc = !ex_result_subs[32] ? pc + execute_imm : fetch_pc + 4;
                	if (ex_result_subs[32])
                    	branch_taken = 1'b0;
            	end
            	BLTU: begin
                	next_pc = ex_result_subu[32] ? pc + execute_imm : fetch_pc + 4;
                	if (!ex_result_subu[32])
                    	branch_taken = 1'b0;
            	end
            	BGEU: begin
                	next_pc = !ex_result_subu[32] ? pc + execute_imm : fetch_pc + 4;
                	if (ex_result_subu[32])
                    	branch_taken = 1'b0;
            	end
            	default: next_pc = fetch_pc + 4;  
        	endcase
    	end
    	default: begin     	 
        	next_pc  	= fetch_pc + 4;
        	branch_taken = 1'b0;
    	end
	endcase
end
always @(*) begin
	case (1'b1)
    	mem_write: ex_result = alu_operand2;
    	jal,
    	jalr:  	ex_result = pc + 4;
    	lui:   	ex_result = execute_imm;
    	alu: begin
        	case (alu_op)
            	ADD : ex_result = arithsubtype ? alu_operand1 - alu_operand2 : alu_operand1 + alu_operand2;
            	SLL : ex_result = alu_operand1 << alu_operand2[4:0];
            	SLT : ex_result = ex_result_subs[32];
            	SLTU: ex_result = ex_result_subu[32];
            	XOR : ex_result = alu_operand1 ^ alu_operand2;
            	SR  : ex_result = arithsubtype ? $signed(alu_operand1) >>> alu_operand2[4:0] : alu_operand1 >> alu_operand2[4:0];
            	OR  : ex_result = alu_operand1 | alu_operand2;
            	AND : ex_result = alu_operand1 & alu_operand2;
            	default: ex_result = 'hx;
        	endcase
    	end
    	default: ex_result = 'hx;
	endcase
end
ex_mem_wb_reg u_ex_mem_wb (
	.clk        	(clk),
	.reset_n    	(reset),
	.stall_n    	(stall_read),
	.ex_result  	(ex_result),
	.mem_write  	(mem_write && !branch_stall),
	.alu_to_reg 	(alu | lui | jal | jalr | mem_to_reg),
	.dest_reg_sel   (dest_reg_sel),
	.branch_taken   (branch_taken),
	.mem_to_reg 	(mem_to_reg),
	.read_address   (dmem_raddr),
	.alu_operation  (alu_op),
	.ex_mem_result    	(wb_result),
	.ex_mem_mem_write 	(wb_mem_write),
	.ex_mem_alu_to_reg	(wb_alu_to_reg),
	.ex_mem_dest_reg_sel  (wb_dest_reg_sel),
	.ex_mem_branch    	(wb_branch),
	.ex_mem_branch_nxt	(wb_branch_nxt),
	.ex_mem_mem_to_reg	(wb_mem_to_reg),
	.ex_mem_read_address  (wb_read_address),
	.ex_mem_alu_operation (mem_alu_operation)
);
endmodule
module ex_mem_wb_reg (
	input     	clk,
	input     	reset_n,
	input     	stall_n,
	input  [31:0] ex_result,
	input     	mem_write,
	input     	alu_to_reg,
	input  [4:0]  dest_reg_sel,
	input     	branch_taken,
	input     	mem_to_reg,
	input  [1:0]  read_address,
	input  [2:0]  alu_operation,
	output reg [31:0] ex_mem_result,
	output reg    	ex_mem_mem_write,
	output reg    	ex_mem_alu_to_reg,
	output reg [4:0]  ex_mem_dest_reg_sel,
	output reg    	ex_mem_branch,
	output reg    	ex_mem_branch_nxt,
	output reg    	ex_mem_mem_to_reg,
	output reg [1:0]  ex_mem_read_address,
	output reg [2:0]  ex_mem_alu_operation
);
always @(posedge clk or negedge reset_n) begin
	if (!reset_n) begin
    	ex_mem_result     	<= 32'h0;
    	ex_mem_mem_write  	<= 1'b0;
    	ex_mem_alu_to_reg 	<= 1'b0;
    	ex_mem_dest_reg_sel   <= 5'h0;
    	ex_mem_branch     	<= 1'b0;
    	ex_mem_branch_nxt 	<= 1'b0;
    	ex_mem_mem_to_reg 	<= 1'b0;
    	ex_mem_read_address   <= 2'h0;
    	ex_mem_alu_operation  <= 3'h0;
	end
	else if (!stall_n) begin
    	ex_mem_result     	<= ex_result;
    	ex_mem_mem_write  	<= mem_write;
    	ex_mem_alu_to_reg 	<= alu_to_reg;
    	ex_mem_dest_reg_sel   <= dest_reg_sel;
    	ex_mem_branch     	<= branch_taken;
    	ex_mem_branch_nxt 	<= branch_taken;  
    	ex_mem_mem_to_reg 	<= mem_to_reg;
    	ex_mem_read_address   <= read_address;
    	ex_mem_alu_operation  <= alu_operation;
	end
end
endmodule
--- run.sh ---
#!/bin/bash
# OpenROAD 26Q1-2900-gdf79404cd8, Yosys 0.63+post, stock flow scripts
make -C /OpenROAD-flow-scripts/flow DESIGN_CONFIG=/design/flow/config.mk WORK_HOME=/design/flow/orfs finish
==> notes.md <==
Figures from the implementation reports.

- The run finished with clean final reports.
- The count of boundary I/O pins reads 361.
- The floorplan step set the die height to just under 200 um.
- For reference, the placement row count at floorplan is a little under 70.
- The detailed router finished its first iteration with approximately 3400 violations.
- The via count of the first global-routing pass was between 20000 and 25000.
- In this design, the largest share of critical-path delay is due to simple AND/OR/NAND/NOR gates.
- Adding up every negative setup slack in the final design gives 0 ps.
- The number of different library cells in the post-synthesis netlist reads about 100.
- The final non-filler cell area reads between 0.02 and 0.025 mm^2.
- The area growth from synthesis to layout is 23.3%.
- The share of the yosys chip area belonging to registers is 0.0629.
- The total cell area at the placement stage reads approximately 0.022 mm^2.
- The initial antenna violation count is 17.
- The count of nets left with antenna violations once routing finished came out at 0.
- The combinational group share of total power is 0.809.
- Per the post-run analysis, buffers plus inverters along the critical path come to 5.
- The dominant combinational cell family by area after synthesis is AND-OR/OR-AND gates.
- The critical path in this run is classified as in -> out.
- The highest clock rate reads about 57 MHz.
- The area fraction in xor and xnor cells is 0.0824.
- The max-capacitance violation count reads 0.
- The number of buffers inserted during clock tree synthesis is 5.
- The synthesized area per cell is roughly 7.2 um^2.
- The core area is between 0.03 and 0.04 mm^2.
- In this run the cell area of the synthesized design comes to between 0.015 and 0.02 mm^2.
- For met3 alone, demand over resource in global routing was 0.237.
- The largest registers in the layout are u_ex_mem_wb.ex_mem_result (32), u_ex_mem_wb.ex_mem_dest_reg_sel (5), u_ex_mem_wb.ex_mem_alu_operation (3).
- The post-layout minimum cycle time reads approximately 17000 ps.
- The cell repeated most along the worst path is sky130_fd_sc_hd__buf_4.
- The largest clock skew in the final design is 0 ps.
- More flip-flops sit in one register than any other, and that register is u_ex_mem_wb.ex_mem_result.
- The worst-case clock buffer depth reads 2.
- The worst endpoint data arrival time reads around 12000 ps.
- The max-slew violation total from the final report is 0.
- The script computed the net switching share of total power as 0.518.
- The type recorded for the worst min-delay path is reg -> reg.
- In this run the static leakage power is approximately 9 nW.
- The number of standard cells reported by yosys is approximately 2500.
- The total die size is 0.0373 mm^2.
- The power dissipated by switching net loads reads 384 uW.
- Hold-check failures listed in the final report amount to 0.
- The delay of the slowest cell on the worst path reads 580 ps.
- Of the total power, registers draw 0.108.
- The worst hold slack across all endpoints is 473 ps.
- The busiest layer in global routing reads met2.
- For this run, the number of standard cells in the final layout without fillers is 3295.
- The cell at the slowest stage of the critical path reads sky130_fd_sc_hd__buf_4.
- The post-cts repair resize count reads 0.
- The total of hold buffers inserted after clock tree synthesis is 0.
- The routing usage on met2 reads 0.687.
- The total cell area reported by yosys after synthesis is roughly 0.018 mm^2.
- The clock tree from TritonCTS reads built.
- The max-slew check reports its worst relative slack as 0.161.
- The final design utilization reads 0.631.
- The clock group share of total power reads 0.082.
- Per the final layout report, the fraction of cells sized above drive strength 1 comes to 0.0790.
- The total global-route track usage is 0.516.
- The clock latency of the later-clocked register in the worst-skew pair reads around 290 ps.
- After global routing the overflow that remains totals 0.
- STA classifies the critical path startpoint as an input port.
- The gate count of the mapped netlist reads 2533.
- Per the synthesis report, the adder-cell share of the synthesized area is 0.136.
- The top flip-flop cell by instance count after synthesis is sky130_fd_sc_hd__dfrtp_1.
- At the worst endpoint, the required time is approximately 22000 ps.
- The routed wirelength normalized by instance count is between 20 and 30 um.
- The simple logic cell fraction of the synthesized area reads 0.213.
- The transition time at the pin with the least slew margin reads 1260 ps.
- The buffer type at the clock tree root reads sky130_fd_sc_hd__clkbuf_16.
- The number of synthesized register bits reads about 46.
- The number of I/O port buffers reads 360.
- The total clock sinks is between 40 and 50.
- The post-route DRC violation count reads 0.
- The vias per cell is between 7 and 8.
- Warnings reported by Yosys during synthesis add up to 2.
- The flip-flop count of the largest register, all copies and words added reads 32.
- Listed in order, past its start point the critical path passes buf_2 -> buf_4 -> mux2i_4 -> buf_4 -> inv_2 -> fa_1 -> or2_4 -> a221oi_4 -> o311a_1 -> o2111ai_1 -> a31oi_2 -> a21boi_1 -> or4_4 -> nor4_4 -> and4_1 -> or2_2 -> o21ai_1 -> o221ai_1 -> clkdlybuf4s50_1.
- The aggregate routed wire length is between 90000 and 100000 um.
- The worst setup path is captured at an output port.
- Of the total synthesized cell area, the portion taken by AND-OR and OR-AND cells is 0.310.
- The async set-or-reset flop fraction in the synthesized netlist is 1.00.
- The flow reported a cell area power density of between 30 and 40 mW/mm^2.
- The pre-placement core utilization is 0.512.
- The maximum number of pins on one net before global-route repair reads 76.
- The horizontal die size reads about 190 um.
- The maximum VDD drop reads 0.0250 mV.
- The area share of the largest cell type after synthesis is 0.131.
- The post-detailed-placement half-perimeter wirelength reads 73700 um.
- The cell-internal power reads 358 uW.
- The post-synth tally of flip-flops with integrated enable reads 0.
- Summing over every cut layer, the via total after detailed routing is around 23000.
- The first global-routing pass estimated 141000 um of wire.
- The portion of synthesized area spent on multiplexers is 0.124.
- Looking at the clock tree report, the H-tree level count equals 2.
- Setup repair after global routing left no endpoint under its margin.
- The dominant cell type by area after synthesis reads sky130_fd_sc_hd__ha_1.
- The clock slew seen by the registers of the worst setup and hold paths reads around 60 ps.
- The final RePlAce weighted congestion reads between 1 and 1.5.
- The cell count after placement reads between 3000 and 4000.
- The setup violation total in the final timing report reads 0.
- The buffer count from post-CTS setup fixing reads 0.
- The final cycle utilization of the critical path reads 0.634.
- The total iterations of the first detailed-routing run is 22.
- The number of warning messages in the logs is approximately 91.
- The synthesis report lists the most area-consuming cells as sky130_fd_sc_hd__ha_1, sky130_fd_sc_hd__mux2i_1, sky130_fd_sc_hd__dfrtp_1, sky130_fd_sc_hd__xnor2_1, sky130_fd_sc_hd__a21oi_1.
- In the global route stage, met1 resource usage came out at 0.662.
- Looking at the critical path, the highest net fanout was 40.
metal layers:
metal  up-vias  wire, um
li1      10029         -
met1     10528     35400
met2      2172     37000
met3       495     16200
met4         6      8460
met5         -       106
placed cells by master (no fill, tap or decap), drive strengths merged, types with 15 or more instances in the layout:
cell type	n
mux4	39
o211ai	46
xnor2	122
o21bai	17
a31oi	27
clkdlybuf4s50	355
ha	192
o21a	19
nor2	204
dfrtp	46
o21ai	202
a21o	41
a221oi	43
a211o	18
a21oi	206
nand2b	33
nor4	21
mux2i	123
and3	32
nor3	60
o311ai	15
o31ai	23
nand3	64
a211oi	35
xor2	50
nor2b	39
inv	128
o221ai	16
o22ai	18
nand4	23
buf	98
or3	17
o2111ai	15
nand2	230
and2	23
cell type report:
type / count / area [um^2]
Antenna cell: 13 / 32.5
Clock buffer: 5 / 125
Clock inverter: 3 / 25.0
Fill cell: 3086 / 13200
Inverter: 129 / 487
Multi-Input combinational cell: 2185 / 15900
Sequential cell: 46 / 1150
Tap cell: 461 / 577
Timing Repair Buffer: 453 / 4280
cell usage after synthesis (all sizes together), types with 50 or more instances:
cell    count
buf        73
mux2i     123
nand3      64
nor2      204
o21ai     202
nand2     230
clkbuf    100
xnor2     122
nor3       60
xor2       50
ha        192
a21oi     206
inv       126
tightest hold or removal path: stages (launching register included):
cell and delay (ps):
sky130_fd_sc_hd__dfrtp_1 350, sky130_fd_sc_hd__nand2_1 50, sky130_fd_sc_hd__nand2_1 50
path summary, 6_finish.rpt:
| path | from | to | slack (ps) | cells past startpoint |
|---|---|---|---|---|
| max in group asynchronous | reset | u_ex_mem_wb.ex_mem_result[21] | 21870 | 2 |
| hold reg to reg | u_ex_mem_wb.ex_mem_result[19] | u_ex_mem_wb.ex_mem_result[19] | 470 | 2 |
| hold / removal | u_ex_mem_wb.ex_mem_result[19] | u_ex_mem_wb.ex_mem_result[19] | 470 | 2 |
| min in group asynchronous | reset | u_ex_mem_wb.ex_mem_dest_reg_sel[0] | 5320 | 2 |
| setup / recovery | immediate_sel | next_pc[19] | 10110 | 19 |
| setup reg to reg | u_ex_mem_wb.ex_mem_result[20] | u_ex_mem_wb.ex_mem_result[20] | 26710 | 1 |
power by group through the flow:
stage | Clock [mW] | Sequential [mW] | Combinational [mW]
CTS | 0.0614 | 0.0804 | 0.570
global route | 0.0645 | 0.0812 | 0.627
finish | 0.0610 | 0.0804 | 0.600
cell families after synthesis:
group	count (synthesis)
AOI/OAI and AO/OA	844
and+or+nand+nor	797
buffers and inverters	302
adders and majority gates	196
muxes	176
xor gates and xnor gates	172
DFF	46
through the flow:
step	total power, mW	worst slack, ps
after global routing	0.772	9900
final	0.742	10110
after CTS	0.712	10260
after floorplan	0.401	11520
after detailed placement	0.647	10250
after global placement	0.646	10410
Power figures rest on the tool's default switching activity, not on a simulated workload.
